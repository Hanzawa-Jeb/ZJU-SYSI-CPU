--- flow/config.mk ---
export PLATFORM = sky130hd
export DESIGN_NAME = Registers
export DESIGN_NICKNAME = Registers
export VERILOG_FILES = /design/flow/design.v
export SDC_FILE = /design/flow/constraint.sdc
export NUM_CORES = 4
export LEC_CHECK = 1
export CORE_UTILIZATION = 40
--- flow/run.sh ---
#!/bin/bash
# OpenROAD 26Q1-2900-gdf79404cd8, Yosys 0.63+post, stock flow scripts
make -C /OpenROAD-flow-scripts/flow DESIGN_CONFIG=/design/flow/config.mk WORK_HOME=/design/flow/orfs finish
--- flow/constraint.sdc ---
current_design Registers

set clk_period 17.0
set clk_io_pct 0.2

create_clock -name clk0 -period $clk_period [get_ports {clk}]

set non_clock_inputs [all_inputs -no_clocks]
set_input_delay [expr $clk_period * $clk_io_pct] -clock clk0 $non_clock_inputs
set_output_delay [expr $clk_period * $clk_io_pct] -clock clk0 [all_outputs]
--- flow/design.v ---
module Registers (
    input clk,
    input rst,
    input logic [11:7] rd,
    input logic [19:15] rsR1,
    input logic [24:20] rsR2,
    input logic [63:0] dataW,
    input we_reg,
    output logic [63:0] dataR1,
    output logic [63:0] dataR2
);
    integer i;
    logic [63:0] RegGroup [0:31];
    always_ff @(posedge clk) begin
        if (rst) begin
            for (i = 0; i < 32; i = i + 1) begin
                RegGroup[i] <= 64'b0;
            end
        end else begin
            if (we_reg) begin
                RegGroup[rd] <= dataW;
            end
        end
    end
    assign dataR1 = (rsR1 == 5'b0) ? 64'b0 : RegGroup[rsR1];
    assign dataR2 = (rsR2 == 5'b0) ? 64'b0 : RegGroup[rsR2];
endmodule
==> results.json <==
{
  "drc_errors": 0,
  "cts_resized": 0,
  "largest_reg_flops": 2048,
  "grt_max_degree": 78,
  "io_pins": 210,
  "maxCapViolCount": 0,
  "netlist_area_um2": 108000,
  "die_w_um": 523,
  "synth_cells": 6932,
  "die_h_um": 523,
  "post-place-ws_ns": 5.09,
  "cts_buffers": 220,
  "avgViaCountPerCell": 6.30,
  "cp.required_ns": 13.60,
  "cts_buffer_depth": 3,
  "antenna_found_initial": 37,
  "cts-htree-levels": 4,
  "cp_max_fo": 40,
  "drt_iter0_markers": 4575,
  "drt-total-wl_mm": 420,
  "yosysWarnings": 1,
  "fin_util": 0.452,
  "cp-startpoint": "rsR2[21]",
  "regMostFlops": "RegGroup",
  "period_minus_slack_ns": 11.89,
  "grt_overflow": 0,
  "ys_types": 49,
  "core_util_floorplan": 0.404,
  "wl_per_cell_um": 39.4,
  "p_leak_nw": 41.4,
  "grt_pass1_wl_mm": 576,
  "finalCritPeriodShare": 0.699,
  "vias": 67135,
  "ys_seq_elements": 2048,
  "grt_use_met3": 0.286,
  "warning_count": 27,
  "slew_viol_final": 0,
  "synth_chip_area_um2": 108000,
  "status": "completed",
  "hold_depth": 3,
  "top_area_frac": 0.567,
  "dp_hpwl_mm": 236,
  "dieArea_um2": 273000,
  "clockRootBuffer": "clkbuf_16",
  "min_from": "dataW[58]",
  "grt_use_met1": 0.353,
  "area_delta_synth_final_pct": 12.0,
  "io_buffers": 209,
  "peakVddDrop_mv": 0.121,
  "async_flop_share": 0,
  "grt_usage": 0.338,
  "syn_area_per_cell_um2": 15.6,
  "path_clk_slew_ns": 0.06,
  "holdBufCountCts": 0,
  "hold_violations": 0,
  "arrival_ns": 8.49,
  "reg_top3": "RegGroup x2048",
  "hold_end": "RegGroup[2][58]$_SDFFCE_PN0P_",
  "p_per_area_nw_per_um2": 101,
  "fmax_mhz": 84.1,
  "finalSetupViolCount": 0,
  "first_global_vias": 72404,
  "layout-drive-gt1-share": 0.242,
  "busiest_layer": "met2",
  "fp-row-count": 190,
  "area_leaders": "edfxtp_1 57%, mux4_2 20%, and2_1 12%, mux2i_1 3.3%, clkbuf_1 2.0%",
  "hold_class": "in2reg",
  "finalSetupTns_ns": 0,
  "core_um2": 269000,
  "synth_area_leader_cell": "edfxtp_1",
  "end_kind": "output port",
  "yosysCellCount": 6932,
  "cts_tree": "yes",
  "antenna_left": 0,
  "synth-edff-count": 2048,
  "criticalPathCategory": "in2out",
  "cp-start-kind": "input port",
  "total_power_mw": 12.2,
  "met2_usage": 0.474,
  "dr.pass1.iters": 5,
  "setup_ws_ns": 5.11,
  "post_cts_buffers": 0,
  "tightest_slew_ns": 1.36,
  "gp_congestion": 0.909,
  "grt_setup_unrepaired": "no",
  "clock-sinks": 2048,
  "postSynthSeqShare": 0.567,
  "relSlewSlack": 0.0966,
  "flop_cell": "edfxtp_1"
}
-- final cells by class --
type                    count  area (um^2)
inverters                   2         12.5
clock inverters           126         1190
flip-flops and latches   2048        61500
multi-input cells        4092        43800
diodes                     49          123
repair buffers            514         4630
well taps                3552         4440
fillers                 22568       147000
clock buffers             273         5730
-- synth_stat cells, types with 46 or more instances --
| master | count |
|---|---|
| nor2_1 | 58 |
| and2_1 | 2052 |
| o22ai_1 | 109 |
| mux4_2 | 982 |
| buf_2 | 113 |
| a22oi_1 | 66 |
| edfxtp_1 | 2048 |
| o221ai_1 | 53 |
| mux2i_1 | 354 |
| buf_4 | 46 |
| a211oi_1 | 129 |
| clkbuf_1 | 565 |
-- cells in the final DEF (no fill, tap or decap), types with 10 or more instances in the layout --
cell type / Yosys / layout
nor2_1: 58 / 25
clkbuf_16: 0 / 221
clkinv_1: 0 / 53
a22o_1: 45 / 45
a22oi_1: 66 / 66
a31oi_1: 23 / 23
buf_12: 0 / 18
diode_2: 0 / 49
or2_4: 0 / 32
bufinv_16: 0 / 16
mux2i_1: 354 / 354
o22ai_1: 109 / 109
a211oi_1: 129 / 129
nand2_1: 35 / 35
and2_1: 2052 / 2049
a21o_1: 42 / 41
clkinv_2: 0 / 35
clkdlybuf4s50_1: 0 / 199
o22a_1: 10 / 10
edfxtp_1: 2048 / 2048
buf_4: 46 / 290
mux2_2: 30 / 30
nor2_4: 0 / 33
o221ai_1: 53 / 53
clkbuf_1: 565 / 52
mux4_2: 982 / 982
-- routing by layer --
metal  up-vias  share of wire
li1      26787              -
met1     33480           0.29
met2      5619           0.45
met3      1197           0.20
met4        52          0.060
met5         -         0.0039
-- where the power goes --
group | internal, mW | switching (mW) | total (mW)
clock | 2.63 | 2.09 | 4.71
sequential | 5.83 | 0.131 | 5.96
combinational | 0.659 | 0.910 | 1.57
total | 9.12 | 3.13 | 12.2
-- kinds of logic after synthesis --
kind of cell | synth area share
AND/OR/NAND/NOR | 0.127
flip-flops | 0.567
multiplexers | 0.240
buffers and inverters | 0.0319
AND-OR/OR-AND | 0.0341
-- worst max path at each step --
stage | to | cells past startpoint
final | dataR2[10] | 11
after global routing | dataR2[10] | 11
after CTS | dataR2[10] | 11
-- worst max-delay path, cell delays in order --
cell and delay, ns:
buf_8 0.29, buf_4 0.55, buf_4 0.59, buf_4 0.67, buf_4 0.61, mux4_2 0.33
a22o_1 0.16, a211oi_1 0.06, a211oi_1 0.91, buf_4 0.25, clkdlybuf4s50_1 0.46
-- metrics by stage --
| step | area (um^2) | hold slack, ns | cells |
|---|---|---|---|
| floorplan | 108000 | 3.60 | 6932 |
| global route | 121000 | 3.45 | 10634 |
| finish | 121000 | 3.44 | 10656 |
| global placement | 114000 | 4.35 | 10208 |
| CTS | 121000 | 3.39 | 10607 |
| detailed placement | 114000 | 4.36 | 10208 |
Power figures rest on the tool's default switching activity, not on a simulated workload.
